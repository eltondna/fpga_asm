--- flow/config.mk ---
export PLATFORM = sky130hd
export DESIGN_NAME = debouncer
export DESIGN_NICKNAME = debouncer
export VERILOG_FILES = /design/flow/design.v
export SDC_FILE = /design/flow/constraint.sdc
export NUM_CORES = 4
export LEC_CHECK = 1
export CORE_UTILIZATION = 30
--- flow/constraint.sdc ---
current_design debouncer

set clk_period 2.7
set clk_io_pct 0.2

create_clock -name clk0 -period $clk_period [get_ports {clk}]

set non_clock_inputs [all_inputs -no_clocks]
set_input_delay [expr $clk_period * $clk_io_pct] -clock clk0 $non_clock_inputs
set_output_delay [expr $clk_period * $clk_io_pct] -clock clk0 [all_outputs]
--- flow/design.v ---
`timescale 1ns / 1ps
module clockDividerHB #(parameter integer THRESHOLD = 50_000_000)(
    input clk,
    input enable,
    input reset,
    output reg dividedClk,
    output beat
    );
    reg [31:0] counter;
    always @(posedge clk) begin
        if (reset == 1'b1 || counter >= THRESHOLD -1 )
            begin   
                counter <= 32'd0;
        end
        else if (enable == 1'b1) begin
            counter <= counter + 1'b1;
        end
    end
    always @(posedge clk) begin 
    if (reset == 1'b1) begin 
    dividedClk <= 1'b0; 
    end else if (counter >= THRESHOLD-1) begin 
    dividedClk <= ~dividedClk; 
    end 
    end 
    assign beat=(counter==THRESHOLD-1)&(dividedClk); 
endmodule
module debouncer (
    input wire switchIn,
    input wire clk,
    input wire reset,
    output wire debounceout);
    wire beat;
    clockDividerHB #(3_333_333)CD (
    .clk(clk),
    .reset(reset),
    .enable(1'b1),
    .dividedClk(),
    .beat(beat)
    );
    reg[2:0] pipeline;
    always @(posedge clk) 
    begin
        if (reset) begin
            pipeline <= 3'b000;
        end
        else if (beat)
            begin 
                pipeline[0] <= switchIn;
                pipeline[1] <= pipeline[0];
                pipeline[2] <= pipeline[1];
            end     
    end
assign debounceout = &pipeline;
endmodule
--- flow/run.sh ---
#!/bin/bash
# OpenROAD 26Q1-2900-gdf79404cd8, Yosys 0.63+post, stock flow scripts
make -C /OpenROAD-flow-scripts/flow DESIGN_CONFIG=/design/flow/config.mk WORK_HOME=/design/flow/orfs finish
==> deck_impl_summary.md <==
Flow Results at a Glance

Run status
  • Status: completed

Place
  • Cells after DPL: between 200 and 250
  • GPL Wtd Cong: about 0.8
  • Detailed Place HPWL: 1660 µm
  • DP Area: about 1600 µm²
  • Port Buf Inserts: 3
  • Post-Place Setup Slack: approximately 0.66 ns

Critical path
  • R2R setup slack: 0.76 ns
  • Worst setup SP type: register
  • FF-to-FF Start: CD.counter[6]
  • Required time at the worst-slack endpoint: about 2.9 ns
  • Worst Setup SP: CD.counter[6]
  • CP arrival: between 2 and 2.5 ns
  • RR Endpoint: CD.counter[14]
  • FF-to-FF path depth: 4
  • Critical-path maximum fanout: 22
  • CP Capture Type: register
  • CP Class: reg2reg

Synthesis
  • AO/OA Area Share: between 10% and 20%
  • Async S/R FF share, synth: 0%
  • Post-Synth XOR/XNOR Area: around 6.5%
  • Sequential fraction of the synthesis area: about half
  • Comb area leader: simple AND/OR/NAND/NOR gates
  • Adder Area Share: between 1.5 and 2%
  • Main flop type: dfxtp_1
  • # Cells Yosys: ~160
  • Mean Syn Cell Area: 9.36 µm²
  • Post-synthesis chip area from yosys: between 1000 and 1500 µm²
  • Synth top area cells: dfxtp_1 (48%), xor2_1 (5.3%), nor2_1 (5.0%)
  • Simple Share, Synth: 27.4%
  • Mux frac, synth: 2.77%
  • Post-synthesis register bit count: 36
  • Top cell type's share of synthesized area: roughly half
  • Cell Area, Synth: between 1000 and 1500 µm²
  • Cell Type Count: 35
  • Ys Warns: 2
  • Post-synth top area cell: dfxtp_1
  • EDFF count, synth: 0
  • Post-Syn Instances: approximately 160

Final layout
  • Post-route cell area: 1720 µm²
  • Share of post-route cells with drive strength above 1: under 10%
  • Logic area: ~760 µm²
  • Most frequent cells in the layout: dfxtp_1 (36), nor2_1 (20), conb_1 (10)
  • Core Util, Final: ~36%
  • Register area: between 700 and 800 µm²
  • Most used logic cell in the final layout: dfxtp_1
  • # fillers: approximately 490
  • Area Growth Syn to Fin: 15.8%
  • Post-route insts no fill: 242

Floorplan
  • Io pins: 4
  • DIE HEIGHT: between 70 and 80 µm
  • Core area: about 4800 µm²
  • Rows: 25
  • Die Span X: around 72 µm
  • Pre-Place Util: 31.3%
  • Die footprint: approximately 5200 µm²

Clocking
  • CTS Sinks: 36
  • Post-CTS Resized: 0
  • Worst-path clk slew: approximately 0.070 ns
  • Clk buf depth: 2
  • H-tree lvl count: 2
  • Hold Buf Count CTS: 0
  • Root Driver: clkbuf_8
  • CTS Buf Count: 5
  • Post-CTS Repair Setup Buffers: 0
  • CTS tree: done
  • Clk ins delay skew pair: approximately 0.28 ns

Routing
  • Via count: ~1100
  • Post-route DRC: 0
  • Drt total wl: 2500 µm
  • Drt wl/cell: slightly above 10 µm
  • First-pass DRT Iterations: 4
  • # diodes: 0
  • Routed vias/inst: about 4.4
  • Drt first-iter violations: 91
  • Detail Route Antenna Nets: 0

Timing
  • Final min period: 1.94 ns
  • WHS: roughly 0.46 ns
  • Slew @ Worst Pin: ~0.79 ns
  • Final setup viols: 0
  • Achievable clock frequency: ~520 MHz
  • RSZ-0062 raised after global routing: no
  • Final Cycle Share: ~72%
  • Final WS setup: 0.760 ns
  • Final Max Tran Viols: 0
  • Slew HR: between 40% and 50%
  • Setup Skew: between 0.002 and 0.003 ns
  • Hold Fails Final Rpt: 0
  • Setup TNS: 0 ns

Hold path
  • Hold path depth: 1
  • Hold Path End: CD.counter[0]
  • Min-Delay Path Class: reg2reg
  • HP Start: CD.counter[0]

Run
  • Max_cap viols: 0
  • OpenROAD warnings: 26

Global route
  • Busiest layer in global routing: met1
  • Initial antenna violation count: 0
  • Met3 usage: about 3.5%
  • Pin count of the biggest net entering global routing: 23
  • Total GRT Usage: between 10% and 20%
  • Congestion Overflow GR: 0
  • M2 GR Usage: ~14%
  • First-pass GRT wire length: between 4000 and 5000 µm
  • Met1 Use GR: between 10% and 20%
  • Vias in the first global route: around 970

Pwr
  • LEAKAGE: approximately 0.60 nW
  • Total power: between 1 and 1.5 mW
  • Maximum VDD drop: roughly 470 µV
  • PD cells: 590 nW/µm²
==> layout make-up <==
| type | instances | share of cell area [%] |
|---|---|---|
| Clock inverter | 3 | 2.47 |
| Clock buffer | 5 | 3.99 |
| Inverter | 4 | 0.871 |
| Sequential cell | 36 | 41.8 |
| Tap cell | 67 | 4.86 |
| Multi-Input combinational cell | 124 | 44.3 |
| Timing Repair Buffer | 3 | 1.74 |
==> critical path, stage by stage, from the launching register on <==
cell and delay [ns]:
dfxtp_1 0.37, a211o_1 0.32, a21o_1 0.20, a2111o_1 0.74, a21oi_1 0.23
==> power by group <==
| part | internal, mW | switching (mW) |
|---|---|---|
| clock | 0.273 | 0.192 |
| combinational | 0.00572 | 0.00445 |
| sequential | 0.540 | 0.00273 |
==> routing by layer <==
| metal | part of all wire [%] | wire, µm |
|---|---|---|
| met5 | 0 | 0 |
| met4 | 0.48 | 12 |
| met3 | 3.2 | 79 |
| met2 | 40 | 1010 |
| met1 | 56 | 1400 |
==> sequential cells by signal, summed over array words and instances (netlist names) <==
register       flops
CD.counter        32
pipeline           3
CD.dividedClk      1
==> synth_stat cells (3+ instances only) <==
master     n
dfxtp_1   36
nor2_1    20
xor2_1     9
a21oi_1    8
nand2_1    8
o21ai_0    8
or3_1      8
nand3_1    7
nand4_1    7
and3_1     4
inv_1      4
nand2b_1   4
mux2i_1    3
==> logic make-up after synthesis <==
kind of cell | count (synthesis)
DFF | 36
adders and majority gates | 2
and+or+nand+nor | 72
xor gates and xnor gates | 11
other | 1
buffers and inverters | 8
AOI/OAI and AO/OA | 25
muxes | 4
==> worst max-delay path by stage <==
| stage | end | slack [ns] | cells after the start |
|---|---|---|---|
| finish | CD.counter[14] | 0.76 | 4 |
| global route | CD.counter[21] | 0.57 | 4 |
| CTS | CD.counter[17] | 0.72 | 4 |
No activity file was given, so power comes from the tool's default toggle rates.
