[./config.mk]
export PLATFORM = sky130hd
export DESIGN_NAME = alpha_ref
export DESIGN_NICKNAME = alpha_ref
export VERILOG_FILES = /design/flow/design.v
export SDC_FILE = /design/flow/constraint.sdc
export NUM_CORES = 4
export LEC_CHECK = 1
export CORE_AREA = 10 10 73 73
export DIE_AREA = 0 0 83 83
[./constraint.sdc]
current_design alpha_ref

set clk_period 2.1
set clk_io_pct 0.2

create_clock -name clk0 -period $clk_period

set non_clock_inputs [all_inputs -no_clocks]
set_input_delay [expr $clk_period * $clk_io_pct] -clock clk0 $non_clock_inputs
set_output_delay [expr $clk_period * $clk_io_pct] -clock clk0 [all_outputs]
[./design.v]
`timescale 1ns / 1ps
module alpha_ref(
    input [2:0] col,
    input [2:0] row,
    input alpha,
    input r_c,
    output [6:0] ssd
    );
    reg [6:0] ssd_tmp;
    reg [2:0] digit;
    always @(*) begin
    ssd_tmp = 7'b1111110;    
    if (alpha) begin
        case (row)
            1:  begin
                if (col == 1) ssd_tmp = 7'b0001000;  
                if (col == 2) ssd_tmp = 7'b1100000;  
                if (col == 3) ssd_tmp = 7'b0110001;  
                if (col == 4) ssd_tmp = 7'b1000010;  
                if (col == 5) ssd_tmp = 7'b0110000;  
            end
            2: begin
                if (col == 1) ssd_tmp = 7'b0111000;  
                if (col == 2) ssd_tmp = 7'b0100000;  
                if (col == 3) ssd_tmp = 7'b1001000;  
                if (col == 4) ssd_tmp = 7'b0110000;  
            end
            3: begin
                if (col == 2) ssd_tmp = 7'b1110001;  
                if (col == 4) ssd_tmp = 7'b1101010;  
                if (col == 5) ssd_tmp = 7'b0000001;  
            end
            4: begin 
                if (col == 1) ssd_tmp = 7'b0011000;  
                if (col == 3) ssd_tmp = 7'b0000101;  
                if (col == 4) ssd_tmp = 7'b0100100;  
                if (col == 5) ssd_tmp = 7'b1110000;  
            end
        endcase  
    end
    else begin 
         digit = r_c ? row : col; 
         case (digit)
            1: ssd_tmp = 7'b1001111; 
            2: ssd_tmp = 7'b0010010;
            3: ssd_tmp = 7'b0000110;
            4: ssd_tmp = 7'b1001100;
            5: ssd_tmp = 7'b0100100;
         endcase
    end
   end
   assign ssd = ssd_tmp;
endmodule
[./run.sh]
#!/bin/bash
# OpenROAD 26Q1-2900-gdf79404cd8, Yosys 0.63+post, stock flow scripts
make -C /OpenROAD-flow-scripts/flow DESIGN_CONFIG=/design/flow/config.mk WORK_HOME=/design/flow/orfs finish
==> CHANGELOG.md <==
## Flow update

* Status: finished clean
* Combinational power share at 100.0%
* Final period util at 97.6%
* CP startpoint: row[1]
* Post-synth top cells: nor2_1, nand2_1, a21oi_1
* Synth top area cells: mux2i_1, nor2_1, o22ai_1
* Layout Utilization at 35.3%
* CP max stage cell: dlygate4sd2_1
* Yosys Instances at 98
* Num ports at 15
* DPL Wire Length at 1810 um
* DR vias at 1034
* Pleak at 0.559 nW
* Max Fanout on Critical Path at 8
* Yosys top cell by area: mux2i_1
* Routability-driven placement congestion ratio at 0.885
* Unrepaired setup endpoints after global routing: yes
* Ratio of cells with drive above 1 in the final layout at 58.2%
* Worst setup EP type: output port
* Seq pwr share at 0%
* Max Slew Vio Count at 0
* Vias in the first global route at 996
* WL per Instance at 15.0 um
* Cell with the most instances after synthesis: nor2_1
* Remaining antenna violation count after routing at 0
* Drt drc at 0
* Die Ht at 83 um
* Filler instances at 374
* Die width at 83 um
* Peak VDD IR at 0.000111 V
* Drt first pass iters at 4
* PD cells at 212 nW/um2
* Init Core Util at 17.0%
* # setup viols final at 0
* Total gr overflow at 0
* Worst slew pin tran at 0.235 ns
* Top cell by count, worst path: buf_4
* Initial antenna violation count at 0
* Max Cap Viol at 0
* CP Cell Sequence: buf_6 -> buf_4 -> and2b_2 -> buf_4 -> a22oi_2 -> o22ai_2 -> a21o_1 -> dlygate4sd2_1
* DIE AREA at 6890 um2
* Detailed Route WL at 3010 um
* Post-synthesis cell area at 636 um2
* Fmax achieved at 488 MHz
* HP Class: in -> out
* Internal power at 0.150 mW
* Flop count at 0
* Total core area at 3740 um2
* Drt via density at 5.14
* CP endpoint: ssd[0]
* First-pass GRT wire length at 4620 um
* Max incr delay on CP at 0.23 ns
* Area leader share at 7.87%
* Syn avg cell area at 6.49 um2
* Gr usage total at 7.30%
* Seq/Total Area, Yosys at 0%
* Psw at 0.129 mW
* Fin Setup TNS at 0 ns
* Critical path type: in -> out
* Reg area at 0 um2
* Placed Cells at 182
* Slew headroom at 84.1%
* Total power at 0.280 mW
* Unique masters post-synth at 40
* Data required time at the worst endpoint at 1.68 ns
* Iteration-0 DRC count of the detailed router at 34
* Largest net degree at the start of global routing at 9
* Yosys Chip Area at 636 um2
* Switching Share at 46.2%
* # clk buffers at 0
* Fin. Hold Viols at 0
* OpenROAD warning count at 33
* Yosys synthesis warning count at 1
* Clock network power share at 0%
* Layout Cells excl Fill at 201
* Startpoint types: input port
* Minimum clock period at 2.05 ns
* PortBufs at 15
* CP arrival at 1.63 ns
* Rows at 22
* Syn-to-layout area delta at 108%
* Cell count after synthesis at 98
* Ant diodes at 0
-- critical path: cells and delay by family --
family | cells | cell delay [ns]
AND-OR/OR-AND | 3 | 0.41
AND/OR/NAND/NOR | 1 | 0.20
buffers and inverters | 4 | 0.59
-- cells by family after synthesis --
group	count (synthesis)	share of synthesized area, %
xor gates and xnor gates	1	1.38
AOI/OAI and AO/OA	42	44.5
and+or+nand+nor	37	33.5
muxes	5	7.87
buffers and inverters	13	12.8
-- layer usage --
metal  global-route usage, %  part of all wire [%]  vias to the layer above
met1                    9.17                    46                      503
li1                        -                     -                      488
met4                    1.08                   2.2                        0
met2                    13.4                    49                       35
met3                   0.394                   2.6                        8
met5                       0                     0                        -
-- area by class of cell --
class	instances	area [um2]	share of cell area [%]
multi-input combinational	85	718	54.4
timing repair buffer	65	529	40.1
tap	48	60.1	4.55
inverter	3	13.8	1.04
-- cell usage in the layout, fill, tap and decap left out, types with 2 or more instances in the layout --
master and n:
o22ai_2 2, o21ai_0 3, o21a_1 2, o21ai_1 5, nand3_1 2, buf_2 4, a22oi_2 2, mux2i_4 2
buf_4 43, nor2_2 2, nand2_1 5, a21oi_2 2, dlygate4sd2_1 3, nor2b_4 2, a31oi_1 4, nor4bb_1 2
nand2_2 3, buf_6 11, a21oi_1 4, nor2_1 9, o32ai_2 2, mux2i_1 2, and2b_1 2, nand2b_4 4
o22ai_1 3
-- metrics by stage --
stage          hold WS [ns]  setup WS, ns  area [um2]
2_1_floorplan         0.985         0.458         636
3_3_place_gp           1.96        -0.695        1010
3_5_place_dp           1.98        -0.683        1010
4_1_cts                1.34       0.00907        1210
5_1_grt                1.45       -0.0243        1320
6_report               1.38        0.0496        1320
-- worst min path at each step --
stage	cells after the start	slack [ns]	end	startpoint
CTS	5	1.34	ssd[2]	row[1]
global route	5	1.45	ssd[2]	row[1]
finish	5	1.38	ssd[2]	row[1]
-- power groups by stage --
stage | Sequential, mW | Clock, mW | Combinational [mW]
CTS | 0 | 0 | 0.244
global route | 0 | 0 | 0.302
finish | 0 | 0 | 0.280
-- repair_timing --
item                                    CTS  global route
gates resized                            71            26
pin swaps                                17            16
setup buffers                            17             3
gates cloned                              0             0
endpoints found under the setup margin    7             7
hold buffers                              0             0
Power is estimated from default activity; no workload was simulated.
